File: flow/design.v
module gb_alu (
    input wire [2:0] i_alu_ctrl,
    input wire i_sig_alu,
    input wire [1:0] i_op_signed,
    input wire i_sig_w32,
    input wire [1:0] o_op_signed,
    input wire [63:0] i_op1,
    input wire [63:0] i_op2,
    output wire zflag,   
    output wire oflag,   
    output wire ltflag,  
    output wire [63:0] o_res
);
    wire [63:0] add_res;
    wire [63:0]  or_res;
    wire [63:0] xor_res;
    wire [63:0] and_res;
    wire [63:0] srl_res;
    wire [63:0] sra_res;
    wire [63:0] sll_res;
    wire [63:0] addop2 = i_alu_ctrl == 3'b001 ? ~i_op2 + 1 : i_op2;
    wire add_c;
    gb_alu_cla64 cla64 (.i_a(i_op1), .i_b(addop2), .i_c(0), .o_pm(), .o_gm(), .o_s(add_res), .o_c(add_c));
    wire second_sign;
    gb_alu_fa fa (.i_a(i_op1[63]), .i_b(addop2[63]), .i_c(add_c), .o_s(second_sign), .o_c());
    gb_alu_sll sll (.i_base(i_op1), .i_shamt(i_op2[6:0]), .o_sll(sll_res));
    gb_alu_srl srl (.i_base(i_op1), .i_shamt(i_op2[6:0]), .o_srl(srl_res));
    gb_alu_sra sra (.i_base(i_op1), .i_shamt(i_op2[6:0]), .o_sra(sra_res));
    assign xor_res = i_op1 ^ i_op2;
    assign  or_res = i_op1 | i_op2;
    assign and_res = i_op1 & i_op2;
    assign o_res =  {64{i_alu_ctrl == 3'b000}} & add_res |
                    {64{i_alu_ctrl == 3'b010}} & sll_res |
                    {64{i_alu_ctrl == 3'b011}} & srl_res |
                    {64{i_alu_ctrl == 3'b100}} & sra_res |
                    {64{i_alu_ctrl == 3'b101}} & xor_res |
                    {64{i_alu_ctrl == 3'b110 }} &  or_res |
                    {64{i_alu_ctrl == 3'b111}} & and_res ;
    assign zflag = o_res == 64'b0;
    assign oflag = (i_alu_ctrl == 3'b001 | i_alu_ctrl == 3'b000) &
                    ((i_op1[63] & addop2[63] & ~add_res[63]) | (~i_op1[63] & ~addop2[63] & add_res[63]));
    wire signed_cmp = second_sign;
    wire unsigned_cmp = i_op1 < i_op2;
    assign ltflag = (i_alu_ctrl != 3'b001) ? 0 :
                    (o_op_signed == 2'b00  ) ? unsigned_cmp : signed_cmp;
endmodule
module gb_alu_cla16 (
    input wire [15:0] i_a,
    input wire [15:0] i_b,
    input wire i_c,
    output wire o_pm,
    output wire o_gm,
    output wire [15:0] o_s,
    output wire o_c
);
    wire [3:0] gm;
    wire [3:0] pm;
    wire [3:0] c;
    wire [3:0] oc;
    gb_alu_cla4 cla4_0  (.i_a(i_a[ 3: 0]), .i_b(i_b[ 3: 0]), .i_c( i_c), .o_s(o_s[ 3: 0]), .o_c(oc[0]), .o_pm(pm[0]), .o_gm(gm[0]));
    gb_alu_cla4 cla4_1  (.i_a(i_a[ 7: 4]), .i_b(i_b[ 7: 4]), .i_c(c[0]), .o_s(o_s[ 7: 4]), .o_c(oc[1]), .o_pm(pm[1]), .o_gm(gm[1]));
    gb_alu_cla4 cla4_2  (.i_a(i_a[11: 8]), .i_b(i_b[11: 8]), .i_c(c[1]), .o_s(o_s[11: 8]), .o_c(oc[2]), .o_pm(pm[2]), .o_gm(gm[2]));
    gb_alu_cla4 cla4_3  (.i_a(i_a[15:12]), .i_b(i_b[15:12]), .i_c(c[2]), .o_s(o_s[15:12]), .o_c(oc[3]), .o_pm(pm[3]), .o_gm(gm[3]));
    gb_alu_clu4 CLU     (.i_c(i_c), .i_g(gm), .i_p(pm), .o_c(c));
    gb_alu_pgm4 PGM     (.i_g(gm), .i_p(pm), .o_gm(o_gm), .o_pm(o_pm));
    assign o_c = c[3];
endmodule
module gb_alu_cla4 (
    input wire [3:0] i_a,
    input wire [3:0] i_b,
    input wire i_c,
    output wire o_pm,
    output wire o_gm,
    output wire [3:0] o_s,
    output wire o_c
);
    wire [3:0] g;
    wire [3:0] p;
    wire [3:0] c;
    gb_alu_pg   PG  (.i_a(i_a), .i_b(i_b), .o_g(g), .o_p(p));
    gb_alu_clu4 CLU (.i_c(i_c), .i_g(g), .i_p(p), .o_c(c));
    gb_alu_pgm4 PGM (.i_g(g), .i_p(p), .o_gm(o_gm), .o_pm(o_pm));
    assign o_s = i_a ^ i_b ^ {c[2:0], i_c};
    assign o_c = c[3];
endmodule
module gb_alu_cla64 (
    input wire [63:0] i_a,
    input wire [63:0] i_b,
    input wire i_c,
    output wire o_pm,
    output wire o_gm,
    output wire [63:0] o_s,
    output wire o_c
);
    wire [3:0] gm;
    wire [3:0] pm;
    wire [3:0] c;
    wire [3:0] oc;
    gb_alu_cla16 cla16_0  (.i_a(i_a[15: 0]), .i_b(i_b[15: 0]), .i_c( i_c), .o_s(o_s[15: 0]), .o_c(oc[0]), .o_pm(pm[0]), .o_gm(gm[0]));
    gb_alu_cla16 cla16_1  (.i_a(i_a[31:16]), .i_b(i_b[31:16]), .i_c(c[0]), .o_s(o_s[31:16]), .o_c(oc[1]), .o_pm(pm[1]), .o_gm(gm[1]));
    gb_alu_cla16 cla16_2  (.i_a(i_a[47:32]), .i_b(i_b[47:32]), .i_c(c[1]), .o_s(o_s[47:32]), .o_c(oc[2]), .o_pm(pm[2]), .o_gm(gm[2]));
    gb_alu_cla16 cla16_3  (.i_a(i_a[63:48]), .i_b(i_b[63:48]), .i_c(c[2]), .o_s(o_s[63:48]), .o_c(oc[3]), .o_pm(pm[3]), .o_gm(gm[3]));
    gb_alu_clu4 CLU     (.i_c(i_c), .i_g(gm), .i_p(pm), .o_c(c));
    gb_alu_pgm4 PGM     (.i_g(gm), .i_p(pm), .o_gm(o_gm), .o_pm(o_pm));
    assign o_c = c[3];
endmodule
module gb_alu_clu4 (
	input wire [3:0] i_g,
	input wire [3:0] i_p,
	input wire i_c,
	output wire [3:0] o_c
);
	assign o_c[0] =                                                       i_g[0] |                            i_c & i_p[0];
	assign o_c[1] =                            i_g[1] |                   i_g[0] & i_p[1] |                   i_c & i_p[1] & i_p[0];
	assign o_c[2] =          i_g[2] |          i_g[1] & i_p[2] |          i_g[0] & i_p[2] & i_p[1] |          i_c & i_p[2] & i_p[1] & i_p[0];
	assign o_c[3] = i_g[3] | i_g[2] & i_p[3] | i_g[1] & i_p[3] & i_p[2] | i_g[0] & i_p[3] & i_p[2] & i_p[1] | i_c & i_p[3] & i_p[2] & i_p[1] & i_p[0];
endmodule
module gb_alu_fa (
    input wire i_a,
    input wire i_b,
    input wire i_c,
    output wire o_s,
    output wire o_c
);
    assign o_s = i_a ^ i_b ^ i_c;
    assign o_c = (i_a & i_b) | (i_a & i_c) | (i_b & i_c);
endmodule
module gb_alu_pg #(
	LEN = 4
) (
	input wire [LEN-1:0] i_a,
	input wire [LEN-1:0] i_b,
	output wire [LEN-1:0] o_g,
	output wire [LEN-1:0] o_p
);
    assign o_g = i_a & i_b;
	assign o_p = i_a | i_b;
endmodule
module gb_alu_pgm4 (
	input wire [3:0] i_g,
	input wire [3:0] i_p,
	output wire o_gm,
	output wire o_pm
);
	assign o_gm = i_g[3]
				| i_g[2] & i_p[3]
				| i_g[1] & i_p[3] & i_p[2]
				| i_g[0] & i_p[3] & i_p[2] & i_p[1];
	assign o_pm = i_p[3] & i_p[2] & i_p[1] & i_p[0];
endmodule
module gb_alu_sll (
    input [6:0] i_shamt,
    input [63:0] i_base,
    output [63:0] o_sll
);
    wire [63:0] sll_01 = |{i_shamt & 7'b0000001} ? {i_base[62:0],  1'b0} : i_base;
    wire [63:0] sll_02 = |{i_shamt & 7'b0000010} ? {sll_01[61:0],  2'b0} : sll_01;
    wire [63:0] sll_04 = |{i_shamt & 7'b0000100} ? {sll_02[59:0],  4'b0} : sll_02;
    wire [63:0] sll_08 = |{i_shamt & 7'b0001000} ? {sll_04[55:0],  8'b0} : sll_04;
    wire [63:0] sll_16 = |{i_shamt & 7'b0010000} ? {sll_08[47:0], 16'b0} : sll_08;
    wire [63:0] sll_32 = |{i_shamt & 7'b0100000} ? {sll_16[31:0], 32'b0} : sll_16;
    wire [63:0] sll_64 = |{i_shamt & 7'b1000000} ? {              64'b0} : sll_32;
    assign o_sll = sll_64;
endmodule
module gb_alu_sra (
    input [6:0] i_shamt,
    input [63:0] i_base,
    output [63:0] o_sra
);
    wire [63:0] sra_01 = |{i_shamt & 7'b0000001} ? {{ 1{i_base[63]}}, i_base[63: 1]} : i_base;
    wire [63:0] sra_02 = |{i_shamt & 7'b0000010} ? {{ 2{i_base[63]}}, sra_01[63: 2]} : sra_01;
    wire [63:0] sra_04 = |{i_shamt & 7'b0000100} ? {{ 4{i_base[63]}}, sra_02[63: 4]} : sra_02;
    wire [63:0] sra_08 = |{i_shamt & 7'b0001000} ? {{ 8{i_base[63]}}, sra_04[63: 8]} : sra_04;
    wire [63:0] sra_16 = |{i_shamt & 7'b0010000} ? {{16{i_base[63]}}, sra_08[63:16]} : sra_08;
    wire [63:0] sra_32 = |{i_shamt & 7'b0100000} ? {{32{i_base[63]}}, sra_16[63:32]} : sra_16;
    wire [63:0] sra_64 = |{i_shamt & 7'b1000000} ? {{64{i_base[63]}}               } : sra_32;
    assign o_sra = sra_64;
endmodule
module gb_alu_srl (
    input [6:0] i_shamt,
    input [63:0] i_base,
    output [63:0] o_srl
);
    wire [63:0] srl_01 = |{i_shamt & 7'b0000001} ? { 1'b0, i_base[63: 1]} : i_base;
    wire [63:0] srl_02 = |{i_shamt & 7'b0000010} ? { 2'b0, srl_01[63: 2]} : srl_01;
    wire [63:0] srl_04 = |{i_shamt & 7'b0000100} ? { 4'b0, srl_02[63: 4]} : srl_02;
    wire [63:0] srl_08 = |{i_shamt & 7'b0001000} ? { 8'b0, srl_04[63: 8]} : srl_04;
    wire [63:0] srl_16 = |{i_shamt & 7'b0010000} ? {16'b0, srl_08[63:16]} : srl_08;
    wire [63:0] srl_32 = |{i_shamt & 7'b0100000} ? {32'b0, srl_16[63:32]} : srl_16;
    wire [63:0] srl_64 = |{i_shamt & 7'b1000000} ? {64'b0               } : srl_32;
    assign o_srl = srl_64;
endmodule
File: flow/config.mk
export PLATFORM = sky130hd
export DESIGN_NAME = gb_alu
export DESIGN_NICKNAME = gb_alu
export VERILOG_FILES = /design/flow/design.v
export SDC_FILE = /design/flow/constraint.sdc
export NUM_CORES = 4
export LEC_CHECK = 1
export CORE_UTILIZATION = 50
File: flow/constraint.sdc
current_design gb_alu

set clk_period 27.7
set clk_io_pct 0.2

create_clock -name clk0 -period $clk_period

set non_clock_inputs [all_inputs -no_clocks]
set_input_delay [expr $clk_period * $clk_io_pct] -clock clk0 $non_clock_inputs
set_output_delay [expr $clk_period * $clk_io_pct] -clock clk0 [all_outputs]
File: flow/run.sh
#!/bin/bash
# OpenROAD 26Q1-2900-gdf79404cd8, Yosys 0.63+post, stock flow scripts
make -C /OpenROAD-flow-scripts/flow DESIGN_CONFIG=/design/flow/config.mk WORK_HOME=/design/flow/orfs finish
==> flow_metrics.py <==
# Auto-generated metrics
metrics = {
    "power_and_ir_drop": {
        "intPower_w": 0.0002146,
        "power.density_nw_per_um2": 23.41,
        "p_sw_w": 0.0003568,
        "switching_share_pct": 62.44,
        "power_w": 0.0005714,
        "leakage_nw": 10.36,
        "ir_drop_uv": 14.66,
    },
    "setup_path": {
        "critPathKind": "in -> out",
        "critical-path-slowest-cell": "or3_1",
        "worstSetupStartpointType": "primary input",
        "cp.required_ps": 22160,
        "critPathArrivalTime_ps": 16430,
        "cpPeakStageDelay_ps": 790,
        "cp-end-kind": "output port",
        "crit_fanout": 14,
        "crit_path_frequent_cell": "a211o_1",
    },
    "finish": {
        "fillers": 3850,
        "seq_area_um2": 0,
        "flops": 0,
        "n_clock_buffer": 0,
        "logic_area_um2": 19870,
        "final_layout_size_suffix_gt1_share_pct": 11.96,
        "area_growth_pct": 12.61,
    },
    "clocking": {
        "ctsHoldBuffers": 0,
        "cts-resized-gates": 0,
        "cts_setup_buffers": 0,
    },
    "worst_hold_path": {
        "hold_path.class": "in -> out",
        "min_to": "o_res[40]",
        "min_from": "i_op2[4]",
        "min_delay_path_depth": 5,
    },
    "synth": {
        "yosys_warnings": 1,
        "common_cells": "ha_1 (320), inv_1 (254), nor2_1 (252)",
        "synth-area-yosys_um2": 21680,
        "ys_seq_share_pct": 0,
        "synthCells": 2856,
        "synth_cell_types": 97,
        "area_leaders": "ha_1 (18%), mux4_2 (12%), mux2i_1 (7.7%)",
        "syn_area_per_cell_um2": 7.590,
        "yosysMostFrequentCell": "ha_1",
        "yosys.area.top_type": "ha_1",
        "ys_cells": 2856,
        "netlist_area_um2": 21680,
        "top_area_share_pct": 18.47,
    },
    "grt": {
        "grt_pass1_vias": 25214,
        "grt_pass1_wl_um": 175900,
        "grt_max_degree": 60,
        "grt_overflow_total": 0,
        "antenna_found_initial": 13,
        "grt_usage_pct": 56.94,
    },
    "timing": {
        "max-slew-margin-rel_pct": 0.2398,
        "tns_ps": 0,
        "tightest_slew_ps": 1491,
        "fmax_mhz": 45.52,
        "timing.final.crit_share_pct": 79.31,
        "fin_crit_ps": 21970,
        "drv_slew": 0,
        "setup_viol": 0,
        "final_hold_viol_count": 0,
        "rsz0062_at_grt": "no",
    },
    "detailed_routing": {
        "drc": 0,
        "first_pass_iters": 8,
        "routedWlPerCell_um": 34.72,
        "via_count": 26649,
        "vias_per_cell": 7.481,
        "route.antenna.remaining_nets": 0,
        "drtIter0Drc": 4132,
        "finalWirelength_um": 123700,
    },
    "place": {
        "portBuffers": 200,
        "dp_hpwl_um": 96090,
        "gp_routability_congestion": 1.212,
    },
    "job": {
        "log.warning_count": 245,
        "cap_violations": 1,
    },
    "floorplan": {
        "die_height_um": 210.2,
        "ios": 204,
        "core-area_um2": 42320,
        "fp_util_pct": 51.22,
        "rows": 75,
        "chip_area_um2": 44190,
        "die-width_um": 210.2,
    },
    "outcome": {
        "status": "complete, but fails checks",
        "violations": "max-capacitance violations",
    },
}
==> final cells by class <==
class,instances,area share (%)
Tap cell,577,2.958
Antenna cell,8,0.08202
Timing Repair Buffer,310,11.53
Multi-Input combinational cell,2407,81.41
Inverter,260,4.014
==> layout by cell type, fill, tap and decap left out, drive strengths merged, types with 63 or more instances in the layout <==
cell	n
xnor2	80
o21ai	117
nand3	65
nor2	252
mux2i	167
clkdlybuf4s50	193
mux4	125
buf	116
ha	320
mux2	75
nor3	63
o22ai	72
nand2	237
a21oi	162
inv	256
==> worst max-delay path, delay by kind of cell <==
kind,cells,cell delay (ps)
AOI/OAI and AO/OA,10,3620
and+or+nand+nor,14,4950
adders and majority gates,2,610
xor gates and xnor gates,2,390
buffers and inverters,3,1270
==> metal layers <==
layer	vias to the layer above	wire length (um)	GRT usage, %
li1	10967	-	-
met1	12409	42480	68.26
met2	2504	46590	74.34
met3	735	22860	35.23
met4	34	11020	37.00
met5	-	709	13.13
==> worst max-delay path by stage <==
stage | start | to | cells after the start | slack, ps
finish | i_op2[6] | zflag | 31 | 5730
global route | i_op2[6] | zflag | 31 | 5450
CTS | i_op2[6] | zflag | 31 | 6260
==> power groups by stage <==
stage	Clock [W]	Sequential, W	Combinational (W)
after CTS	0	0	0.000536
after global routing	0	0	0.000589
==> metrics by stage <==
stage	instances	hold WS, ps	util [%]	cell area, um^2	setup slack [ps]
after floorplan	2856	11210	-	21680	8606
after global placement	3554	12160	57.63	24390	6347
after detailed placement	3554	12150	57.63	24390	6321
after CTS	3554	12150	57.63	24390	6259
after global routing	3554	12210	57.63	24390	5448
final	3562	12170	57.67	24410	5732
==> cells by family after synthesis <==
logic type	count (synthesis)	synth area share (%)
mux	367	24.80
buf+inv	449	8.462
compound gates	762	23.97
fa+ha+maj	336	19.95
simple gates	848	19.02
xor+xnor	94	3.798
Power and IR drop assume default switching activity.
