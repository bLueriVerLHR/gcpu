**design.v**
```verilog
module gf_pht #(
    ADDR_LEN = 64
) (
    input wire clk,
    input wire [ADDR_LEN-1:0] i_req_inst_addr,
    input wire i_sig_req,
    input wire [ADDR_LEN-1:0] i_cur_inst_addr,
    input wire i_sig_cur_b_taken,
    input wire i_sig_cur_is_b,
    output wire o_sig_b_taken
);
    reg [1:0] PHT [10'b1111111111:10'b0000000000];
    wire [9:0] req_addr_hash;
    assign req_addr_hash = i_req_inst_addr[11:2];
    wire [9:0] cur_addr_hash;
    assign cur_addr_hash = i_cur_inst_addr[11:2];
    wire req_eq_cur;
    assign req_eq_cur = req_addr_hash == cur_addr_hash;
    wire [1:0] pred_status;
    assign pred_status = PHT[req_addr_hash];
    wire pred_stat_11, pred_stat_10, pred_stat_01, pred_stat_00;
    assign pred_stat_11 = pred_status == 2'b11;
    assign pred_stat_10 = pred_status == 2'b10;
    assign pred_stat_01 = pred_status == 2'b01;
    assign pred_stat_00 = pred_status == 2'b00;
    assign o_sig_b_taken = pred_stat_11 | pred_stat_10
                            | (pred_stat_01 & req_eq_cur & i_sig_cur_b_taken);
    wire [1:0] cur_status;
    assign cur_status = PHT[cur_addr_hash];
    wire cur_stat_11, cur_stat_10, cur_stat_01, cur_stat_00;
    assign cur_stat_11 = cur_status == 2'b11;
    assign cur_stat_10 = cur_status == 2'b10;
    assign cur_stat_01 = cur_status == 2'b01;
    assign cur_stat_00 = cur_status == 2'b00;
    wire [1:0] nxt_pos_status;
    assign nxt_pos_status = cur_stat_11 | cur_stat_10 ? 2'b11 :
                                          cur_stat_01 ? 2'b10 : 2'b01 ;
    wire [1:0] nxt_neg_status;
    assign nxt_neg_status = cur_stat_01 | cur_stat_00 ? 2'b00 :
                                          cur_stat_10 ? 2'b01 : 2'b10 ;
    always @(posedge clk) begin
        if (i_sig_cur_is_b) begin
            PHT[cur_addr_hash] <= i_sig_cur_b_taken ? nxt_pos_status
                                                    : nxt_neg_status;
        end
    end
endmodule
```
**run.sh**
```bash
#!/bin/bash
# OpenROAD 26Q1-2900-gdf79404cd8, Yosys 0.63+post, stock flow scripts
make -C /OpenROAD-flow-scripts/flow DESIGN_CONFIG=/design/flow/config.mk WORK_HOME=/design/flow/orfs finish
```
**config.mk**
```make
export PLATFORM = sky130hd
export DESIGN_NAME = gf_pht
export DESIGN_NICKNAME = gf_pht
export VERILOG_FILES = /design/flow/design.v
export SDC_FILE = /design/flow/constraint.sdc
export NUM_CORES = 4
export LEC_CHECK = 1
export CORE_UTILIZATION = 30
```
**constraint.sdc**
```tcl
current_design gf_pht

set clk_period 85.7
set clk_io_pct 0.2

create_clock -name clk0 -period $clk_period [get_ports {clk}]

set non_clock_inputs [all_inputs -no_clocks]
set_input_delay [expr $clk_period * $clk_io_pct] -clock clk0 $non_clock_inputs
set_output_delay [expr $clk_period * $clk_io_pct] -clock clk0 [all_outputs]
```
==> summary.txt <==
fresh numbers from the pnr run: Hold Buf Count CTS 0, Seq share, synth 61.2%, max reg flops 2048, Vias 67300, Cell Type Count 79, CP arrival 23.42 ns, Max Clock Freq 24.7 MHz, worst-path fanout max 60, yosys cell count 6804, count of library flops with an enable pin 2048, first-pass iteration count of the detailed router 9, FFs w/ async S/R, synth 0%, Int Power 0.00176 W, Routed WL 399000 µm, worst rel slew slack 22.5%, Post-Syn Instances 6804, Worst R2R Setup Slack 78.67 ns, Net Sw Power 0.000594 W, die extent in y 581 µm, clock transition at the registers of the reported paths 0.06 ns, top flop regs PHT: 2048 flops, Top non-seq family multiplexers, gpl congestion 1.03, Cell Area, Synth 101000 µm², Comb pwr share 10.9%, Mux cell area share 22.8%, post-synthesis adder-cell area fraction 0.0199%, WS Path Type primary input to output pin, Top cell excl fill/tap edfxtp_1, Slew Viols, Final 0, fill count 31300, Net Sw Frac 25.2%, Core Area 333000 µm², Max Cap Viol 0, post-detail-place hpwl 248000 µm, die area 337000 µm², worst hold-check path type register to register, Tot Pwr 0.00235 W, Period minus WS final 40.56 ns, Top reg by flops PHT, Critical Path Start Type primary input, worst clock skew 0.0602 ns, CP Data Required Time 68.56 ns, hold slack final 1.91 ns, synth warn 1, # Post-CTS Setup Buffers 0, xor/xnor share 0.0871%, Worst-Skew Late Latency 0.91 ns, DR DRC count 0, CP endpoint kind output pin, ys flops 2048, fin util 33.9%, initial antenna violation count 33, RSZ-0062 raised after global routing no, Core Rows 212, part of the power in registers 49.6%, largest net degree at the start of global routing 166, Yosys chip area 101000 µm², final setup fails 0, power per cell area 20.8 nW/µm², Simple Share, Synth 7.25%, slack of the critical path 45.14 ns, Setup WS pre-CTS 45.40 ns, CTS tree built, sequential cell area 61500 µm², first-pass GRT wire length 549000 µm, most numerous logic cells after layout 2048 x edfxtp_1, 1133 x nor2_1, 975 x mux2i_1, 565 x mux4_2, 403 x o22ai_1, Initial DRC Count 5631, gr usage total 24.8%, CTS Sinks 2048, tool warning count 151, Gate Area 36100 µm², period utilization 47.3%, Max VDD drop 0.0180 mV, Initial Util 30.2%, number of I/O pins 133, Vias/cell 5.93, Antenna Nets Post-Route 0, Leak Pwr 36.4 nW, WL per Instance 35.2 µm, CTS HTree Levels 4, number of port buffers 23, share of cells above drive strength 1 19.0%, Clk pwr share 39.5%, actual slew at the worst max-slew pin 1.15 ns, cts repair resizes 0, number of global-route vias before repair 72000, clock buffer depth 3, outcome finished, final reports clean, Die X 581 µm, ys flop type edfxtp_1, Clock Root Buffer clkbuf_16, Fin Setup TNS 0 ns, Final Hold Viols 0, TritonCTS buffer count 212, syn avg cell area 14.8 µm², aoi/oai-family share of the synthesized area 5.41%, total grt overflow 0, Synth-to-Final Area Change 12.4%
metal layers:
metal / GRT usage (%) / up-vias / wire length [µm]
met5: 6.52 / - / 3120
met4: 14.1 / 87 / 29500
met3: 22.8 / 1289 / 82300
met2: 33.7 / 5455 / 168000
met1: 24.1 / 33400 / 116000
li1: - / 27100 / -
path summary, 6_finish.rpt:
kind | startpoint | endpoint | cells past startpoint
max reg2reg | PHT[864][0]$_DFFE_PP_ | PHT[572][0]$_DFFE_PP_ | 13
min reg2reg | PHT[118][1]$_DFFE_PP_ | PHT[56][0]$_DFFE_PP_ | 7
min | PHT[118][1]$_DFFE_PP_ | PHT[56][0]$_DFFE_PP_ | 7
max | i_req_inst_addr[2] | o_sig_b_taken | 14
stage by stage:
step,instance area [µm²],cells
after floorplan,101000,6804
after global placement,106000,10900
after detailed placement,106000,10900
after CTS,113000,11300
after global routing,113000,11300
final,113000,11300
cells in the mapped netlist, types with 53 or more instances:
cell | number | area (µm²)
mux2i_1 | 975 | 9760
nand2_1 | 258 | 968
buf_6 | 54 | 608
mux4_2 | 565 | 12700
buf_2 | 164 | 821
o22ai_1 | 403 | 2520
buf_4 | 91 | 683
o21ai_0 | 68 | 340
clkbuf_1 | 282 | 1060
nand3_1 | 53 | 265
nor4_1 | 79 | 494
nor2_1 | 1147 | 4310
a21oi_1 | 61 | 305
edfxtp_1 | 2048 | 61500
cell families after synthesis:
logic type               after synthesis
adder cells (fa/ha/maj)                2
multiplexers                        1575
buffers and inverters                632
flip-flops                          2048
XOR/XNOR                              10
AND-OR/OR-AND                        810
AND/OR/NAND/NOR                     1727
final cells by class:
class / count / share of cell area, %
sequential: 2048 / 54.4
multi-input combinational: 4124 / 32.0
tap: 4387 / 4.86
clock buffer: 254 / 4.85
timing repair buffer: 340 / 2.45
clock inverter: 138 / 1.28
antenna: 34 / 0.0753
inverter: 13 / 0.0487
worst max-delay path, cell delays in order:
cell	delay, ns
buf_8	0.39
buf_4	0.63
buf_4	0.65
buf_12	0.50
buf_4	0.54
mux4_2	0.57
mux2i_1	0.36
o211ai_1	0.25
a41oi_1	0.82
o41ai_1	0.21
a311oi_1	0.30
nor2_1	0.07
a32o_1	0.34
clkdlybuf4s50_1	0.45
power groups by stage:
stage / logic, W / registers [W] / clock network (W)
4_1_cts: 0.000248 / 0.00117 / 0.000934
5_1_grt: 0.000263 / 0.00117 / 0.000973
6_report: 0.000256 / 0.00117 / 0.000930
No activity file was given, so power comes from the tool's default toggle rates.
